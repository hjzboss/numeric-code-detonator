==> flow/design.v <==
module disp_ctrl #(
  parameter DISP_COUNT = 50000
)(
  input           clk,
  input           rst,
  input           en,
  input[15:0]     data,
  output[3:0]     sel,
  output reg[6:0] m_disp
);
reg[3:0] sel_n;
reg[3:0] current_input;
reg[15:0] count;
reg clk_out;
assign sel = en ? ~sel_n : 4'b1111;
always@(posedge clk) begin
  if(rst) begin
    count <= 16'd0;
    clk_out <= 1'b1;
  end
  else begin
    if(count == DISP_COUNT - 1) begin
      clk_out <= ~clk_out;
      count <= 16'd0;
    end
    else
      count <= count + 16'd1;	
  end
end
always @(posedge clk_out) begin
  if (rst)
    sel_n <= 4'b1000;
  else if (en)
    sel_n <= sel_n == 4'b0001 ? 4'b1000 : (sel_n >> 1);
  else
    sel_n <= sel_n;
end
always @(*) begin
  case(current_input)
    0: m_disp = 7'b0000001;
    1: m_disp = 7'b1001111;
    2: m_disp = 7'b0010010;
    3: m_disp = 7'b0000110;
    4: m_disp = 7'b1001100;
    5: m_disp = 7'b0100100;
    6: m_disp = 7'b0100000;
    7: m_disp = 7'b0001111;
    8: m_disp = 7'b0000000;
    9: m_disp = 7'b0000100;
    default: m_disp = 7'b0000001;
  endcase
end
always @(*) begin
  case (sel)
    4'b0111: current_input = data[15:12];
    4'b1011: current_input = data[11:8];
    4'b1101: current_input = data[7:4];
    4'b1110: current_input = data[3:0];
    default: current_input = data[3:0];
  endcase
end
endmodule
module key_debounce #(
  parameter KEY_CNT_MAX = 2_500_000  
)(
  input               clk,
  input               rst,
  input               key,
  output              debounced_key
);
reg[31:0] cnt;
reg key_flag;
always @(posedge clk) begin
  if (rst)
    cnt <= 1'b0;
  else if (key == 1'b1)
    cnt <= cnt == (KEY_CNT_MAX - 1'b1) ? 32'd0 : cnt + 1;
  else
    cnt <= 16'd0;
end
always @(posedge clk) begin
  if (rst)
    key_flag <= 1'b0;
  else if (cnt == KEY_CNT_MAX - 1)
    key_flag <= 1'b1;
  else
    key_flag <= 1'b0;
end
assign debounced_key = key_flag;
endmodule
module numeric_code_detonator #(
  parameter ORIGIN_PASSPORT = 16'h2580  
)(
  input                 clk,
  input                 rst,
  input                 wait_t,
  input                 setup,
  input                 ready,
  input                 fire,
  input                 sure,
  input[3:0]            A,         
  input                 confirm,   
  output                lt,        
  output                bt,        
  output                rt_en,     
  output                disp_en,   
  output reg[15:0]      passport   
);
localparam WAIT = 4'd0, READY = 4'd1, INPUT1 = 4'd2, INPUT2 = 4'd3, INPUT3 = 4'd4, INPUT4 = 4'd5, CHECK = 4'd6, ERROR = 4'd7, OK = 4'd8, FIRE = 4'd9;
reg[3:0] current_state, next_state;
reg[31:0] cnt;
reg[3:0] ptr;  
wire any_input = fire | ready | sure | wait_t;
always @(*) begin
  case (current_state)
    WAIT: begin
      if (fire)
        next_state = ERROR;
      else if (ready)
        next_state = READY;
      else
        next_state = WAIT;
    end
    READY: begin
      if (sure || fire)
        next_state = ERROR;
      else if (wait_t)
        next_state = WAIT;
      else if (confirm)
        next_state = INPUT1;
      else
        next_state = READY;
    end
    INPUT1: begin
      if (fire || sure)
        next_state = ERROR;
      else if (wait_t)
        next_state = WAIT;
      else if (confirm)
        next_state = INPUT2;
      else
        next_state = INPUT1;
    end
    INPUT2: begin
      if (fire || sure)
        next_state = ERROR;
      else if (wait_t)
        next_state = WAIT;
      else if (confirm)
        next_state = INPUT3;
      else
        next_state = INPUT2;
    end
    INPUT3: begin
      if (fire || sure)
        next_state = ERROR;
      else if (wait_t)
        next_state = WAIT;
      else if (confirm)
        next_state = INPUT4;
      else
        next_state = INPUT3;
    end
    INPUT4: begin
      if (fire || confirm)
        next_state = ERROR;
      else if (wait_t)
        next_state = WAIT;
      else if (sure)
        next_state = CHECK;
      else
        next_state = INPUT4;
    end       
    CHECK: begin
      if (passport == ORIGIN_PASSPORT)
        next_state = OK;
      else
        next_state = ERROR;
    end
    OK: begin
      next_state = fire ? FIRE : OK;
    end         
    FIRE: begin
      next_state = wait_t ? WAIT : FIRE;
    end
    ERROR: begin
      next_state = setup ? WAIT : ERROR;
    end
    default: next_state = WAIT;
  endcase
end
always @(posedge clk) begin
  if (rst)
    current_state <= WAIT;
  else
    current_state <= next_state;
end
always @(posedge clk) begin
  if (rst) begin
    passport <= 16'd0;
    ptr <= 4'd15;
  end
  else if (current_state == READY || current_state == INPUT1 || current_state == INPUT2 || current_state == INPUT3)
    if (confirm) begin
      passport[ptr -: 4] <= A;
      ptr <= ptr - 4'd4;
    end
    else begin
      passport <= passport;
      ptr <= ptr;
    end
  else if (current_state == INPUT4 || current_state == CHECK || current_state == OK) begin
    passport <= passport;
    ptr <= ptr;
  end
  else begin
    passport <= 16'd0;
    ptr <= 4'd15;
  end
end
assign rt_en = current_state == ERROR;
assign disp_en = current_state == INPUT1 || current_state == INPUT2 || current_state == INPUT3 || current_state == INPUT4 || current_state == CHECK;
assign lt = current_state == OK;
assign bt = current_state == FIRE;
endmodule
module red_led #(
  parameter RT_CNT_MAX = 62_500_000  
)(
  input   clk,
  input   rst,
  input   en,
  output  rt
);
reg rt_tmp;
reg[31:0] cnt;
assign rt = en ? rt_tmp : 1'b0;
always @(posedge clk) begin
  if (rst)
    cnt <= 0;
  else if (en)
    cnt <= (cnt == RT_CNT_MAX - 1) ? 0 : cnt + 1;
  else
    cnt <= 0;
end
always @(posedge clk) begin
  if (rst)
    rt_tmp <= 1'b0;
  else if (cnt == RT_CNT_MAX - 1)
    rt_tmp <= ~rt_tmp;
  else
    rt_tmp <= rt_tmp;
end
endmodule
module top #(
  parameter KEY_CNT_MAX     = 625_000   ,
  parameter RT_CNT_MAX      = 62_500_000,
  parameter ORIGIN_PASSPORT = 16'h2580,
  parameter DISP_COUNT      = 50000
)(
  input         clk,
  input         rst,
  input         wait_t,
  input         setup,
  input         ready,
  input         fire,
  input         sure,
  input[3:0]    A,
  input         confirm,
  output[3:0]   sel,
  output        lt,
  output        bt,
  output        rt,
  output[6:0]   m_disp 
);
wire db_wait_t, db_setup, db_ready, db_fire, db_sure, db_confirm;
wire disp_en, rt_en;
wire[15:0] passport;
key_debounce #(
  .KEY_CNT_MAX  (KEY_CNT_MAX)
)wait_db (
  .clk            (clk      ),
  .rst            (rst      ),
  .key            (wait_t   ),
  .debounced_key  (db_wait_t)
);
key_debounce #(
  .KEY_CNT_MAX  (KEY_CNT_MAX)
)setup_db (
  .clk            (clk      ),
  .rst            (rst      ),
  .key            (setup    ),
  .debounced_key  (db_setup )
);
key_debounce #(
  .KEY_CNT_MAX  (KEY_CNT_MAX)
)ready_db (
  .clk            (clk      ),
  .rst            (rst      ),
  .key            (ready    ),
  .debounced_key  (db_ready )
);
key_debounce #(
  .KEY_CNT_MAX  (KEY_CNT_MAX)
)fire_db (
  .clk            (clk      ),
  .rst            (rst      ),
  .key            (fire     ),
  .debounced_key  (db_fire  )
);
key_debounce #(
  .KEY_CNT_MAX  (KEY_CNT_MAX)
)sure_db (
  .clk            (clk      ),
  .rst            (rst      ),
  .key            (sure     ),
  .debounced_key  (db_sure  )
);
key_debounce #(
  .KEY_CNT_MAX  (KEY_CNT_MAX)
)confirm_db (
  .clk            (clk        ),
  .rst            (rst        ),
  .key            (confirm    ),
  .debounced_key  (db_confirm )
);
disp_ctrl #(
  .DISP_COUNT   (DISP_COUNT)
)u_disp_ctrl (
  .clk            (clk        ),
  .rst            (rst        ),
  .en             (disp_en    ),
  .data           (passport   ),
  .sel            (sel        ),
  .m_disp         (m_disp     )
);
red_led #(
  .RT_CNT_MAX(RT_CNT_MAX)
)u_red_led (
  .clk            (clk        ),
  .rst            (rst        ),
  .en             (rt_en      ),
  .rt             (rt         )
);
numeric_code_detonator #(
  .ORIGIN_PASSPORT(ORIGIN_PASSPORT)
)numeric_code_detonator_inst (
  .clk            (clk        ),
  .rst            (rst        ),
  .wait_t         (db_wait_t  ),
  .setup          (db_setup   ),
  .ready          (db_ready   ),
  .fire           (db_fire    ),
  .sure           (db_sure    ),
  .A              (A          ),
  .confirm        (db_confirm ),
  .lt             (lt         ),
  .bt             (bt         ),
  .rt_en          (rt_en      ),
  .disp_en        (disp_en    ),
  .passport       (passport   )
);
endmodule
==> flow/run.sh <==
#!/bin/bash
# OpenROAD 26Q1-2900-gdf79404cd8, Yosys 0.63+post, stock flow scripts
make -C /OpenROAD-flow-scripts/flow DESIGN_CONFIG=/design/flow/config.mk WORK_HOME=/design/flow/orfs finish
==> flow/config.mk <==
export PLATFORM = sky130hd
export DESIGN_NAME = top
export DESIGN_NICKNAME = top
export VERILOG_FILES = /design/flow/design.v
export SDC_FILE = /design/flow/constraint.sdc
export NUM_CORES = 4
export LEC_CHECK = 1
export CORE_UTILIZATION = 30
==> flow/constraint.sdc <==
current_design top

set clk_period 4.4
set clk_io_pct 0.2

create_clock -name clk0 -period $clk_period [get_ports {clk}]

set non_clock_inputs [all_inputs -no_clocks]
set_input_delay [expr $clk_period * $clk_io_pct] -clock clk0 $non_clock_inputs
set_output_delay [expr $clk_period * $clk_io_pct] -clock clk0 [all_outputs]
==> flow_summary_export.csv <==
group,metric,value,unit
setup_path,cp_top_family,"AND-OR/OR-AND gates",
pwr,power.share.clock,51.9,%
detailed_routing,post_drt_via_cell_ratio,4.90,
final_layout,drive_gt1_share,5.90,%
floorplanning,ios,26,
yosys,top_cells_by_area,"dfxtp_1, nor2_1, xnor2_1, xor2_1, nand4_1",
timing,worst_clock_skew,0.0132,ns
flow_run,max-cap-violations,0,
yosys,syn_area,13400,µm²
placed_design,dp.final_hpwl,18.2,mm
global_route,grt_pass1_vias,9791,
floorplanning,fp_util,30.7,%
yosys,ys.flop_type,"dfxtp_1",
yosys,top_logic_kind,"simple AND/OR/NAND/NOR gates",
cts,ctsResizeCount,0,
flow_run,warnings,30,
cts,cts.clk_slew.worst_paths,0.06,ns
detailed_routing,num_antenna_cells,0,
timing,period_needed,4.11,ns
placed_design,io_buffers,25,
placed_design,place_inst,2140,
detailed_routing,num_vias,10800,
yosys,yosys_warnings,4,
timing,max_freq,0.243,GHz
floorplanning,chipArea,45400,µm²
yosys,synth_cell_types,69,
global_route,antenna_found_initial,2,
pwr,seq_power_share,46.7,%
placed_design,pre_cts_slack,0.926,ns
pwr,p_per_area,352,nW/µm²
yosys,synth-area-yosys,13400,µm²
timing,fin_ws,0.293,ns
hold_path,hold_path_class,"reg -> reg",
global_route,grt_max_degree,33,
detailed_routing,drt_iter0_drc,607,
final_layout,multiInputGateArea,7370,µm²
setup_path,critical_path.slowest_cell,"a21oi_1",
cts,cts_root_buffer,"clkbuf_16",
yosys,yosysTopAreaCell,"dfxtp_1",
final_layout,syn_to_final_growth,14.9,%
setup_path,arrival,3.23,ns
cts,postCtsSetupBuffers,0,
timing,untimed_endpoints,4,
placed_design,place_congestion,0.916,
yosys,top_cell_area_share,42.1,%
yosys,ys_seq_share,42.1,%
cts,cts_tree,"done",
timing,unclocked_regs,4,
detailed_routing,wire_per_inst,12.4,µm
timing,timing.final.crit_share,93.3,%
yosys,synthSimpleGateAreaFrac,32.2,%
yosys,synth.mux.area_fraction,1.19,%
global_route,overflow,0,
setup_path,path_max_fanout,10,
final_layout,layout_top_cell,"dfxtp_1",
pwr,irDropWorstVdd,0.000252,V
cts,cts_hold_buffers,0,
timing,finalHoldViolCount,0,
yosys,adder_share,1.68,%
yosys,syn_avg_cell_area,8.49,µm²
floorplanning,die_w,213,µm
yosys,syn_inst,1575,
detailed_routing,drc,0,
status,outcome,"complete, no violations",
setup_path,crit_type,"reg -> out",
yosys,edf_count,0,
detailed_routing,drtAntennaViolNets,0,
timing,rsz0062_at_grt,"no",
timing,whs,0.439,ns
yosys,ys_cells,1575,
setup_path,startpoint_type,"register",
cts,clockBufferDepth,3,
yosys,ys_seq_elements,281,
final_layout,finalNonFillerCells,2196,
pwr,power,5.40,mW
setup_path,crit_chain,"nor3_1, a21oi_1, o21ai_0, nand2_1, ha_1, inv_1, a31oi_1, a2bb2oi_1, mux2i_1, clkdlybuf4s50_1",
global_route,track_usage,12.4,%
pwr,pwr-share-comb,1.4,%
floorplanning,die_y,213,µm
pwr,p_leak,4.88,nW
setup_path,cp-end-kind,"output port",
yosys,synthXorXnorAreaFrac,13.7,%
timing,tightest_slew,0.834,ns
final_layout,lay_top_cells,"dfxtp_1, nor2_1, xnor2_1",
final_layout,nFillCells,4397,
yosys,aoi_share,6.02,%
timing,slew_headroom,44.0,%
floorplanning,rows,76,
final_layout,seqCellArea,5630,µm²
pwr,internal_power,4.32,mW
timing,final_max_slew_viol_count,0,
global_route,grt_pass1_wl,46.8,mm
cts,clock_latency,0.55,ns
setup_path,slowest_delay,0.61,ns
pwr,switching_share,20.1,%
pwr,p_sw,1.09,mW
yosys,synthArstFlopShare,0,%
setup_path,critPathRequiredTime,3.52,ns
cts,htree_levels,1,
detailed_routing,dr.pass1.iters,5,
floorplanning,design.core.area,43600,µm²
timing,setup_viol,0,
detailed_routing,drt-total-wl,27.2,mm
cts,numCtsBuffers,30,
setup_path,path_buffers,2,
timing,fin_tns_setup,0,ns
==> synthesized netlist by cell type (37+ instances only) <==
library cell / count
dfxtp_1: 281
nor2_1: 264
xnor2_1: 112
nand2_1: 102
xor2_1: 97
nand3_1: 90
nand4_1: 74
nor4_1: 67
clkbuf_1: 45
a21oi_1: 44
nor3_1: 44
inv_1: 43
and3_1: 37
==> flip-flops by register name, indices dropped and copies added, names as in the netlist, 3 cells and up <==
register,cells
numeric_code_detonator_inst.ptr,3
u_disp_ctrl.sel_n,4
ready_db.cnt,32
wait_db.cnt,32
fire_db.cnt,32
sure_db.cnt,32
u_red_led.cnt,32
setup_db.cnt,32
confirm_db.cnt,32
numeric_code_detonator_inst.current_state,10
u_disp_ctrl.count,16
numeric_code_detonator_inst.passport,16
==> metrics by stage <==
stage / util [%] / instance area [µm²]
2_1_floorplan: - / 13400
3_3_place_gp: 32.7 / 14200
3_5_place_dp: 32.7 / 14200
4_1_cts: 35.3 / 15400
5_1_grt: 35.3 / 15400
6_report: 35.3 / 15400
==> logic make-up (layout without fill, tap and decap cells) <==
family / after synthesis / count (layout)
XOR/XNOR: 209 / 209
flip-flops: 281 / 281
buffers and inverters: 101 / 137
AND/OR/NAND/NOR: 826 / 826
adder cells (fa/ha/maj): 18 / 18
multiplexers: 15 / 15
AND-OR/OR-AND: 125 / 125
==> worst paths after layout <==
check,from,endpoint,slack [ns],depth (start not counted)
worst max register to register,numeric_code_detonator_inst.ptr[0],numeric_code_detonator_inst.passport[13],0.84,9
worst min-delay path,ready_db.cnt[0],ready_db.cnt[0],0.44,1
worst max-delay path,numeric_code_detonator_inst.current_state[3],m_disp[0],0.29,10
worst min register to register,ready_db.cnt[0],ready_db.cnt[0],0.44,1
==> power by group through the flow <==
stage	registers [mW]	logic [mW]	clock network (mW)
5_1_grt	2.52	0.0868	2.98
6_report	2.52	0.0775	2.80
4_1_cts	2.52	0.0794	2.87
==> metal layers <==
| metal | wire, µm | global-route usage [%] |
|---|---|---|
| met5 | 13 | 0 |
| met4 | 458 | 2.01 |
| met3 | 1140 | 1.56 |
| met2 | 11500 | 18.7 |
| met1 | 14100 | 19.6 |
==> final cells by class <==
type | count | share of cell area (%)
clock buffers | 40 | 5.60
flip-flops and latches | 281 | 36.6
clock inverters | 16 | 1.70
repair buffers | 38 | 2.27
inverters | 43 | 1.05
multi-input cells | 1193 | 48.0
well taps | 585 | 4.77
No activity file was given, so power comes from the tool's default toggle rates.
